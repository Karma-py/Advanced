[config.mk]
export PLATFORM = sky130hd
export DESIGN_NAME = SignedComp
export DESIGN_NICKNAME = SignedComp
export VERILOG_FILES = /design/flow/design.v
export SDC_FILE = /design/flow/constraint.sdc
export NUM_CORES = 4
export LEC_CHECK = 1
export CORE_AREA = 10 10 70 70
export DIE_AREA = 0 0 80 80
[design.v]
module SignedComp(A,B,Greater,Smaller,Equal);
	input [5:0] A,B;
	output Greater , Smaller , Equal;
	wire G1,E1,S1;
	wire G2,E2,S2;
	wire NG1;
	wire w1,w2;
	oneBitComp U1(A[5],B[5],G1,E1,S1); 
	sixbitcomp U2({A[4:0],1'b0}, {B[4:0],1'b0},G2, S2, E2); 
	and #(5)g0(w1,E1,G2); 
	or #(5)g1(Greater, S1, w1); 
	and #(5)g2(w2,E1,S2); 
    or #(5)g3(Smaller, G1, w2); 
    and #(5)g4(Equal, E1, E2); 
endmodule
module oneBitComp(A,B,Greater,Equal,Smaller);
	input A,B;
	output Greater , Smaller,Equal;
	wire Bnot,Anot; 
	not #(2)g0(Anot,A); 
	not #(2)g1(Bnot ,B); 
	and #(5)g2(Greater,A,Bnot); 
	and #(5)g3(Smaller,B,Anot); 
	nor #(4)g4(Equal,Smaller,Greater); 
endmodule
module sixbitcomp(A, B,Greater, Smaller, Equal);
    input [5:0] A;        
    input [5:0] B;
    output Greater;      
    output Smaller;        
    output Equal;         
    wire G1, G2, G3;      
    wire S1, S2, S3;       
    wire Eq1, Eq2, Eq3;
	wire GRE1 ,GRE2;
	wire SM1, SM2;
	wire GF,SF,EqF;
    twobitcomp U1 (A[5:4], B[5:4], G1, S1, Eq1); 
    twobitcomp U2 (A[3:2], B[3:2], G2, S2, Eq2); 
    twobitcomp U3 (A[1:0], B[1:0], G3, S3, Eq3); 
	and #(5)g0(GRE1,Eq1,G2); 
	and	#(5)g1(GRE2,Eq1,Eq2,G3); 
	and #(5)g2(SM1,Eq1,S2); 
	and #(5)g3(SM2,Eq1,Eq2,S3); 
    or #(5)g4(Greater, G1, GRE1, GRE2); 
    or #(5)g5(Smaller, S1, SM1, SM2); 
    and #(5)g6(Equal, Eq1, Eq2, Eq3); 
endmodule
module twobitcomp(A, B, Greater, Smaller, Equal);
    input [1:0] A;
    input [1:0] B;
    output Greater, Smaller, Equal;
    wire nA1, nA0, nB1, nB0;
    wire G1, G0, eq1, eq0;
    wire S1, S0;
    not #(2)g0(nA1, A[1]); 
    not #(2)g1(nA0, A[0]); 
    not #(2)g2(nB1, B[1]); 
    not #(2)g3(nB0, B[0]); 
    and #(5)g4(S1, nA1, B[1]); 
    and #(5)g5(S0, eq1, nA0, B[0]); 
    or #(5)g6(Smaller, S1, S0); 
    and #(5)g7(G1, A[1], nB1); 
    and #(5)g8(G0, eq1, A[0], nB0); 
    or #(5)g9(Greater, G1, G0); 
    xnor #(7)g10(eq1, A[1], B[1]); 
    xnor #(7)g11(eq0, A[0], B[0]); 
    and #(5)g12(Equal, eq1, eq0); 
endmodule
[run.sh]
#!/bin/bash
# OpenROAD 26Q1-2900-gdf79404cd8, Yosys 0.63+post, stock flow scripts
make -C /OpenROAD-flow-scripts/flow DESIGN_CONFIG=/design/flow/config.mk WORK_HOME=/design/flow/orfs finish
[constraint.sdc]
current_design SignedComp

set clk_period 1.7
set clk_io_pct 0.2

create_clock -name clk0 -period $clk_period

set non_clock_inputs [all_inputs -no_clocks]
set_input_delay [expr $clk_period * $clk_io_pct] -clock clk0 $non_clock_inputs
set_output_delay [expr $clk_period * $clk_io_pct] -clock clk0 [all_outputs]
==> results.yml <==
# synthesis and place-and-route metrics
setup_path:
  critical_path_arrival_ns: 1.30
  crit_type: "in -> out"
  slowest_stage: "ha_4"
  max_stage_delay_ns: 0.26
  required_ns: 1.36
  cp-start-kind: "input pin"
  worstPathCellList: "buf_2, inv_2, ha_4, and3_4, and4_4, clkdlybuf4s15_1"
  cp_max_fo: 3
  critPathCaptureType: "output pin"
final_timing:
  fin_crit_ns: 1.64
  fin_tns_setup_ns: 0
  max_slew_margin: 0.897
  finalCritPeriodShare: 0.966
  drv_slew: 0
  setup_viol: 0
  rsz0062_at_grt: "no"
  setup_ws_ns: 0.0581
  worst_pin_slew_ns: 0.154
  clock.fmax_ghz: 0.609
  hold_viol_final: 0
routing:
  drc: 0
  via_per_inst: 2.98
  dr.pass1.iters: 4
  wirelength_um: 885
  wire_per_inst_um: 8.35
  antenna_left: 0
  num_vias: 316
  drtIter0Drc: 8
status:
  outcome: "complete, no violations"
layout:
  seq_cells: 0
  clkbuf_count: 0
  register_area_um2: 0
  final_core_util: 0.163
  mostFrequentLayoutCells: "8 x buf_2, 8 x buf_4, 6 x inv_1, 6 x dlygate4sd2_1, 5 x ha_1"
  area_growth_syn_to_layout_pct: 116
  drive_gt1_frac: 0.483
floorplan:
  rows: 21
  die_w_um: 80
  core_area_um2: 3420
  io_pins: 15
  die_h_um: 80
  dieArea_um2: 6400
  fp_util: 0.0755
synth:
  syn_inst: 35
  yosysChipArea_um2: 258
  synth_area_um2: 258
  yosysCellCount: 35
  top_cells_by_area: "ha_1 39%, inv_1 13%, a31o_1 6.8%"
  syn_avg_cell_area_um2: 7.36
  top_area_frac: 0.388
  synth_warnings: 0
  seq_area_frac_synth: 0
  yosysUniqueCellTypes: 12
  synth_area_leader_cell: "ha_1"
power:
  power.leakage_nw: 0.262
  power.density_nw_per_um2: 213
  peakVddDrop_mv: 0.0315
  p_total_uw: 118
grt:
  antenna_found_initial: 2
  grt_pass1_wl_um: 1390
  grt-ovfl-total: 0
  grt_start_max_net_pins: 4
  grt_pass1_vias: 325
  grtUsageTotal: 0.0256
place:
  gp_congestion: 0.773
  port_buffers: 15
  place_ws_ns: -0.735
clocking:
  postCtsHoldBufs: 0
run:
  max_cap_viol_count: 0
  tool_warnings: 36
hold_path:
  min_to: "Greater"
  hold_class: "in -> out"
  hold_start: "B[5]"
  hold_depth: 5
[Yosys cell counts]
cell,instances
nand3b_1,2
and3_1,1
o21ai_1,2
a31o_1,2
xnor2_1,2
ha_1,8
a21oi_1,2
nor2_1,2
and4_2,1
a41oi_1,2
inv_1,9
nand2b_1,2
[through the flow]
stage	cells	area (um^2)	hold slack (ns)
after floorplan	35	258	0.860
after CTS	104	549	1.13
final	106	557	1.11
after detailed placement	102	510	1.83
after global placement	102	510	1.83
after global routing	105	554	1.16
[what timing repair did]
| action | CTS | global route |
|---|---|---|
| endpoints found under the setup margin | 3 | 2 |
| hold endpoints to repair | 0 | 0 |
| resized | 48 | 2 |
| setup buffers | 3 | 0 |
| pin swaps | 5 | 3 |
[report_power, final]
group | total, mW | switching (mW) | internal, mW | leakage (nW)
logic | 0.118 | 0.0502 | 0.0683 | 0.262
registers | 0 | 0 | 0 | 0
clock network | 0.000000157 | 0 | 0.000000157 | 0.0000127
[routing by layer]
metal / track usage / vias up / share of wire / routed length [um]
met4: 0 / 0 / 0 / 0
met5: 0 / - / 0 / 0
met2: 0.0441 / 9 / 0.45 / 395
met1: 0.0277 / 139 / 0.40 / 352
met3: 0.0159 / 0 / 0.16 / 138
li1: - / 168 / - / -
[worst max-delay path: cells and delay by family]
kind	cells	cell delay, ns
buffers and inverters	3	0.30
and+or+nand+nor	2	0.40
adders and majority gates	1	0.26
[worst max-delay path by stage]
stage         startpoint    end  slack, ns  cells past startpoint
CTS                 A[2]  Equal       0.02                      6
global route        A[2]  Equal      0.009                      6
finish              A[2]  Equal       0.06                      6
[kinds of logic after synthesis]
| family | synth area share |
|---|---|
| buf+inv | 0.131 |
| xor+xnor | 0.0680 |
| compound gates | 0.214 |
| simple gates | 0.199 |
| fa+ha+maj | 0.388 |
[final cells by class]
type / count / area, um^2
Multi-Input combinational cell: 26 / 298
Tap cell: 46 / 57.6
Fill cell: 380 / 2860
Inverter: 9 / 33.8
Antenna cell: 2 / 5.00
Timing Repair Buffer: 23 / 163
Power is estimated from default activity; no workload was simulated.
